**flow/config.mk**
```make
export PLATFORM = sky130hd
export DESIGN_NAME = design6
export DESIGN_NICKNAME = design6
export VERILOG_FILES = /design/flow/design.v
export SDC_FILE = /design/flow/constraint.sdc
export NUM_CORES = 4
export LEC_CHECK = 1
export CORE_AREA = 10 10 70 70
export DIE_AREA = 0 0 80 80
export SYNTH_HDL_FRONTEND = slang
```
**flow/constraint.sdc**
```tcl
current_design design6

set clk_period 1.7
set clk_io_pct 0.2

create_clock -name clk0 -period $clk_period [get_ports {clk}]

set non_clock_inputs [all_inputs -no_clocks]
set_input_delay [expr $clk_period * $clk_io_pct] -clock clk0 $non_clock_inputs
set_output_delay [expr $clk_period * $clk_io_pct] -clock clk0 [all_outputs]
```
**flow/design.v**
```verilog
module button (
  input clk, rst,
  input logic [0:0] button, 
  output logic [0:0] stable_o
);
typedef enum logic [1:0] {
  IDLE,
  PRESS,
  HOLD
} state_e;
state_e next_state;
state_e state;
always_comb begin: proc_next_state
  case(state)
    IDLE: next_state = button ? PRESS : IDLE;
    PRESS: next_state = button ? HOLD : IDLE;
    HOLD: next_state = button ? HOLD : IDLE;
    default: next_state = IDLE;
  endcase
end
always_ff @(posedge clk) begin
  if (rst)
    state <= IDLE;
  else
    state <= next_state;
end
assign stable_o = (state == PRESS) ? 1'b1 : 1'b0;
endmodule: button
module design6 (
  input clk, rst,
  input logic [0:0] RED,
  input logic [0:0] BLUE,
  output logic [1:0] FW,
  output logic [2:0] present_state
);
logic [1:0] X;
button red_button (
  .clk(clk),
  .rst(rst),
  .button(RED),
  .stable_o(X[1])
);
button blue_button (
  .clk(clk),
  .rst(rst),
  .button(BLUE),
  .stable_o(X[0])
);
typedef enum logic [2:0] {
  S0 = 3'b000,
  S1 = 3'b001,
  S2 = 3'b010,
  S3 = 3'b011,
  S4 = 3'b100,
  S5 = 3'b101
} state_type;
state_type current_state;
state_type next_state;
assign present_state = current_state;
always @(posedge clk) begin
  if (rst)
    current_state <= S0;
  else
    current_state <= next_state;
end
always_comb begin
  case (current_state)
    S0: begin
      case(X) 
	2'b00: next_state = S0;
	2'b01: next_state = S4;
	2'b10: next_state = S1;
	2'b11: next_state = S0;
      endcase
    end
    S1: begin
      case(X) 
	2'b00: next_state = S1;
	2'b01: next_state = S0;
	2'b10: next_state = S2;
	2'b11: next_state = S1;
      endcase
    end
    S2: begin
      case(X) 
	2'b00: next_state = S2;
	2'b01: next_state = S0;
	2'b10: next_state = S3;
	2'b11: next_state = S2;
      endcase
    end
    S3: begin
      case(X) 
	2'b00: next_state = S3;
	2'b01: next_state = S4;
	2'b10: next_state = S1;
	2'b11: next_state = S0;
      endcase
    end
    S4: begin
      case(X) 
	2'b00: next_state = S4;
	2'b01: next_state = S5;
	2'b10: next_state = S0;
	2'b11: next_state = S4;
      endcase
    end
    S5: begin
      case(X) 
	2'b00: next_state = S5;
	2'b01: next_state = S4;
	2'b10: next_state = S1;
	2'b11: next_state = S0;
      endcase
    end
    default: next_state = S0;
  endcase
end
always @(*) begin
  case (current_state)
    S0: FW <= 2'b00;
    S1: FW <= 2'b00;
    S2: FW <= 2'b00;
    S3: FW <= 2'b10;
    S4: FW <= 2'b00;
    S5: FW <= 2'b01;
  endcase
end
endmodule: design6
```
**flow/run.sh**
```bash
#!/bin/bash
# OpenROAD 26Q1-2900-gdf79404cd8, Yosys 0.63+post, stock flow scripts
make -C /OpenROAD-flow-scripts/flow DESIGN_CONFIG=/design/flow/config.mk WORK_HOME=/design/flow/orfs finish
```
==> flow_metrics.env <==
# implementation run metrics
export IMPL_crit_family="buffers and inverters"
export IMPL_finalWorstSetupSlack_ns=0.08918
export IMPL_cp_arrival_ns=1.27
export IMPL_critical_path_cell_chain="clkdlybuf4s50_1"
export IMPL_async_flop_share_pct=0
export IMPL_route_vias_total=337
export IMPL_antenna_cells=0
export IMPL_grt_pass1_vias=328
export IMPL_status="completed"
export IMPL_cts_tree="done"
export IMPL_edf_count=0
export IMPL_drtIter0Drc=51
export IMPL_drv_slew=0
export IMPL_drt_total_wl_um=775
export IMPL_drc=0
export IMPL_syn2layout_area_growth_pct=28.94
export IMPL_synth_cells=46
export IMPL_flop_cell="dfxtp_1"
export IMPL_die_area_sq_mm=0.006400
export IMPL_rsz0062_at_grt="no"
export IMPL_cts_htree_levels=1
export IMPL_fp_coreArea_sq_mm=0.003416
export IMPL_crit_path_max_fanout=11
export IMPL_clock_latency_ns=0.24
export IMPL_yosysTopAreaCell="dfxtp_1"
export IMPL_post_cts_buffers=0
export IMPL_ys_warn_count=0
export IMPL_min_period_ns=1.611
export IMPL_drt_pass1_iter_count=4
export IMPL_postRouteAntennaNets=0
export IMPL_synthTopCellsByArea="dfxtp_1 (32%), ha_1 (11%), dlxtp_1 (6.9%)"
export IMPL_worst_ir_drop_vdd_uv=269.0
export IMPL_worstHoldStart="red_button.state[0]"
export IMPL_fmax_ghz=0.6208
export IMPL_overflow=0
export IMPL_fp_utilization_pct=12.78
export IMPL_r2r_start="red_button.state[2]"
export IMPL_die_h_um=80
export IMPL_drv_cap=0
export IMPL_rows=21
export IMPL_ys_cells=46
export IMPL_slew_headroom_pct=78.94
export IMPL_p_leak_uw=0.0002019
export IMPL_crit_required_ns=1.36
export IMPL_hold_violations=0
export IMPL_post_drt_wl_per_cell_um=7.673
export IMPL_avgSynthCellArea_sq_um=9.493
export IMPL_drive_gt1_share_pct=9.091
export IMPL_most_common_cell="dfxtp_1"
export IMPL_layout_worst_path_cycle_share_pct=94.75
export IMPL_top_cell_area_share_pct=32.09
export IMPL_yosysUniqueCellTypes=26
export IMPL_place_hpwl_um=610.9
export IMPL_fin_setup_tns_ns=0
export IMPL_grt_pass1_wl_um=1262
export IMPL_place_ws_ns=0.2632
export IMPL_cpPeakStageDelay_ns=0.53
export IMPL_cellPowerDensity_mw_per_mm2=712.4
export IMPL_chipWidth_um=80
export IMPL_grtUsageTotal_pct=2.300
export IMPL_syn_area_sq_um=436.7
export IMPL_io_pins=9
export IMPL_grt_max_degree=12
export IMPL_fin_skew_ns=0.0006520
export IMPL_crit_buf_inv=1
export IMPL_startpoint="present_state[1]"
export IMPL_start_kind="register"
export IMPL_path_clk_slew_ns=0.05
export IMPL_max_slew_worst_pin_slew_ns=0.3154
export IMPL_ys_chip_area_sq_um=436.7
export IMPL_cts_path_max_buffers=2
export IMPL_unclocked_pins=2
export IMPL_setup_viol=0
export IMPL_untimed_endpoints=4
export IMPL_warnings=28
export IMPL_io_buffers=8
export IMPL_cts_root_buf="clkbuf_4"
export IMPL_hold_path_class="reg -> reg"
export IMPL_worstSetupPathType="reg -> out"
export IMPL_via_per_inst=3.337
export IMPL_top_cells_by_count="dfxtp_1 (7), inv_1 (6), ha_1 (4), nor2_1 (4)"
export IMPL_antenna_found_initial=0
export IMPL_end_kind="primary output"
export IMPL_gp_congestion=0.7360
export IMPL_cp_slowest_cell="clkdlybuf4s50_1"
export IMPL_cts_made_buffers=3
export IMPL_ys_ff=9
## logic make-up after synthesis
group,after synthesis,synth area share (%)
and+or+nand+nor,15,20.05
AOI/OAI and AO/OA,9,15.47
buffers and inverters,9,14.04
DFF,7,32.09
adders and majority gates,4,11.46
latches,2,6.877
## path summary, 6_finish.rpt
| kind | to | slack (ns) | depth (start not counted) |
|---|---|---|---|
| min | red_button.state[2] | 0.41 | 2 |
| min reg2reg | red_button.state[2] | 0.41 | 2 |
| max reg2reg | present_state[0] | 0.24 | 5 |
| max | present_state[1] | 0.09 | 1 |
## layout by cell type, fill, tap and decap left out, drive strengths merged
master and instances:
a2111o 1, a211oi 1, a21oi 1, a31o 1, a31oi 1, and2 1
clkbuf 4, clkdlybuf4s50 8, dfxtp 7, dlxtp 2, ha 4, inv 6
nand2 1, nand2b 2, nand3 1, nand3b 2, nand4 1, nor2 4
nor3 1, nor3b 1, o211ai 1, o21a 1, o21ai 1, o221ai 1
or3b 1
## sequential cells by signal, indices dropped and copies added, names as in the netlist
register and flops:
FW 2, red_button.state 2, blue_button.state 2, present_state 3
## metrics by stage
step           utilization, %  area [sq um]  hold slack (ns)  total power, uW  cells
2_1_floorplan               -         436.7           0.3936            238.3     46
3_3_place_gp            15.68         535.5           0.3988            256.4     97
3_5_place_dp            15.68         535.5           0.4027            257.9     97
4_1_cts                 16.45         561.8           0.4107            405.4    101
5_1_grt                 16.48         563.0           0.4459            425.3    101
6_report                16.48         563.0           0.4108            401.1    101
## worst reg2reg max path, cell delays in order, from the launching register on
cell and delay, ns:
dfxtp_1 0.35, inv_1 0.07, ha_1 0.29, or3b_1 0.34, a31o_1 0.21, a21oi_1 0.12
## area by class of cell
cell class                      instances  area [sq um]
Sequential cell                         9         171.4
Tap cell                               46         57.56
Inverter                                6         22.52
Multi-Input combinational cell         28         205.2
Timing Repair Buffer                    8         80.08
Clock buffer                            4         26.28
Fill cell                             394          2853
## per-layer routing
| metal | vias up | global-route usage (%) | part of all wire (%) |
|---|---|---|---|
| met5 | - | 0 | 0 |
| met2 | 15 | 3.291 | 34 |
| li1 | 178 | - | - |
| met4 | 0 | 0.5282 | 3.1 |
| met3 | 2 | 1.136 | 9.0 |
| met1 | 142 | 3.018 | 54 |
## power by group
part	switching, uW	total (uW)	internal (uW)	leakage (uW)
clock network	56.4	146	89.3	0.0000150
registers	16.0	193	177	0.0000727
logic	24.6	62.6	38.0	0.000114
## what timing repair did
| item | in CTS | in global routing |
|---|---|---|
| setup endpoints to repair | 0 | 1 |
| resized | 0 | 1 |
| hold buffers | 0 | 0 |
No activity file was given, so power comes from the tool's default toggle rates.
