==> flow/design.v <==
module design5 (
  input clk, rst, 
  input logic X,
  output reg [0:0] Y,
  output logic [3:0] present_state
);
localparam S0 = 4'b1100;
localparam S1 = 4'b1101;
localparam S2 = 4'b1110;
localparam S3 = 4'b0100;
localparam S4 = 4'b0101;
localparam S5 = 4'b0110;
localparam S6 = 4'b1000;
localparam S7 = 4'b1001;
localparam S8 = 4'b1010;
reg [3:0] state;
reg [3:0] next_state;
assign present_state = state;
always @(posedge clk) begin
  if (rst)
    state <= S0;
  else
    state <= next_state;
end
always @(X or state) begin
  case (state)
    S0: if (X) next_state <= S3;
	else next_state <= S1;
    S1: if (X) next_state <= S4;
	else next_state <= S2;
    S2: if (X) next_state <= S5;
	else next_state <= S1;
    S3: if (X) next_state <= S6;
	else next_state <= S4;
    S4: if (X) next_state <= S7;
	else next_state <= S5;
    S5: if (X) next_state <= S8;
	else next_state <= S4;
    S6: if (X) next_state <= S0;
	else next_state <= S7;
    S7: if (X) next_state <= S1;
	else next_state <= S8;
    S8: if (X) next_state <= S2;
	else next_state <= S7;
  endcase
end
always @(*) begin
  case (state)
    S0: Y <= 1'b0;
    S1: Y <= 1'b0;
    S2: Y <= 1'b1;
    S3: Y <= 1'b0;
    S4: Y <= 1'b0;
    S5: Y <= 1'b0;
    S6: Y <= 1'b0;
    S7: Y <= 1'b0;
    S8: Y <= 1'b0;
  endcase
end
endmodule: design5
==> flow/run.sh <==
#!/bin/bash
# OpenROAD 26Q1-2900-gdf79404cd8, Yosys 0.63+post, stock flow scripts
make -C /OpenROAD-flow-scripts/flow DESIGN_CONFIG=/design/flow/config.mk WORK_HOME=/design/flow/orfs finish
==> flow/config.mk <==
export PLATFORM = sky130hd
export DESIGN_NAME = design5
export DESIGN_NICKNAME = design5
export VERILOG_FILES = /design/flow/design.v
export SDC_FILE = /design/flow/constraint.sdc
export NUM_CORES = 4
export LEC_CHECK = 1
export CORE_AREA = 10 10 70 70
export DIE_AREA = 0 0 80 80
export SYNTH_HDL_FRONTEND = slang
==> flow/constraint.sdc <==
current_design design5

set clk_period 1.1
set clk_io_pct 0.2

create_clock -name clk0 -period $clk_period [get_ports {clk}]

set non_clock_inputs [all_inputs -no_clocks]
set_input_delay [expr $clk_period * $clk_io_pct] -clock clk0 $non_clock_inputs
set_output_delay [expr $clk_period * $clk_io_pct] -clock clk0 [all_outputs]
==> results.yml <==
# yosys + openroad results
run_status:
  status: "completed"
logic_synthesis:
  synth_cells: 33
  syn_area_sq_um: 308
  ys_area_sq_um: 308
  syn-mean-instance-area_sq_um: 9.33
  yosys_cells: 33
  ys_warn_count: 0
  ys_types: 20
  synth_flops: 9
worst_setup_path:
  crit_type: "reg -> out"
  crit_arrival_ns: 0.77
  endpoint_kind: "primary output"
  worstPathRequired_ns: 0.88
  crit_chain: "dlygate4sd2_1"
  slowest_stage: "dfxtp_2"
  crit_family: "flip-flops"
  cp_max_fo: 2
  max_stage_delay_ns: 0.31
  startpoint_type: "register"
  crit_buf_inv: 1
placement:
  post-place-cells: 89
  io_buffers: 7
  place_area_sq_um: 454
  gp_congestion: 0.740
run:
  tool_warnings: 25
  cap_violations: 0
sta:
  unclocked_regs: 5
  setup_violations: 0
  post-route-min-period_ns: 0.988
  setup_tns_ns: 0
  rsz0062_at_grt: "false"
  relSlewSlack_pct: 79.6
  max_freq_mhz: 1010
  untimed_endpoints: 6
  hold_viol: 0
  worst_slew_pin_slew_ns: 0.305
  slew_viol_final: 0
  finalClockPeriodUsage_pct: 89.9
power:
  power_mw: 0.486
  combPwrFrac_pct: 23.6
  clockPowerShare_pct: 37.0
  p_leak_nw: 0.207
  p_seq_share_pct: 39.4
  p_int_mw: 0.376
  switching_share_pct: 22.6
  p_switching_mw: 0.110
  vdd_drop_max_uv: 147
  power.density_nw_per_um2: 959
min_path:
  min_from: "rst"
  hp-class: "in -> reg"
  whs_endpoint: "present_state[0]"
  min_path_cells: 2
cts:
  cts_tree: "yes"
  htreeDepth: 1
  cts_buffers: 3
  ctsHoldBuffers: 0
  cts_root_buffer: "clkbuf_4"
  clk_pin_slew_ns: 0.04
  clk_path_buf_depth: 2
drt:
  firstDrtPassIters: 2
  ant_nets: 0
  drc_errors: 0
  wl_per_cell_um: 7.25
  antennaDiodeCount: 0
  routed_wl_um: 696
  routed_via_density: 3.04
  vias: 292
  drt_first_iter_violations: 11
grt:
  overflow: 0
  gr-usage-all-layers_pct: 1.91
  grt_pass1_wl_um: 1040
  grt_pass1_vias: 255
  grt_max_degree: 9
  grt_antenna_before_repair: 0
final_layout:
  syn2layout_area_growth_pct: 64.6
  post-route-util_pct: 14.8
  drive_above_1_share_pct: 32.0
  fin_cells: 96
  fin_area_sq_um: 507
die:
  rows: 21
  coreArea_sq_um: 3420
  die-height_um: 80
  chipArea_sq_um: 6400
  die_w_um: 80
  initCoreUtil_pct: 9.01
  ios: 8
cell usage in the layout, fill, tap and decap left out, drive strengths merged, types with 2 or more instances in the layout:
cell           synthesis  final
dlygate4sd2            0      4
nor3b                  2      2
dfxtp                  4      4
nor2                   2      2
nor2b                  2      2
a21oi                  2      2
o21ai                  2      2
buf                    1      8
clkdlybuf4s50          0      3
clkbuf                 0      3
dlxtp                  5      5
inv                    2      2
or2                    2      2
nand2                  2      2
per-stage QoR:
step | setup slack, ns | hold slack [ns]
after floorplan | 0.502 | 0.292
after global placement | 0.0838 | 0.821
after detailed placement | 0.0659 | 0.830
after CTS | 0.0975 | 0.588
after global routing | 0.0819 | 0.613
final | 0.112 | 0.595
power groups by stage:
stage / clock [mW] / combinational [mW] / sequential [mW]
after global routing: 0.195 / 0.126 / 0.194
final: 0.180 / 0.115 / 0.191
after CTS: 0.191 / 0.116 / 0.190
kinds of logic after synthesis:
kind of cell              Yosys count  share of synthesized area [%]
DFF                                 4                           26.0
buffers and inverters               3                           6.10
xor gates and xnor gates            1                           2.85
latches                             5                           24.4
and+or+nand+nor                    12                           24.8
AOI/OAI and AO/OA                   8                           15.9
state kept, by name, summed over array words and instances (netlist names):
register,flops
next_state,4
Y,1
present_state,4
cell usage after synthesis:
| cell type | count | share of area (%) |
|---|---|---|
| a211oi_1 | 1 | 2.4 |
| a21o_1 | 1 | 2.4 |
| a21oi_1 | 2 | 3.3 |
| a22oi_1 | 1 | 2.4 |
| and3b_1 | 1 | 2.8 |
| buf_6 | 1 | 3.7 |
| dfxtp_1 | 4 | 26 |
| dlxtp_1 | 5 | 24 |
| inv_1 | 2 | 2.4 |
| nand2_1 | 2 | 2.4 |
| nand3b_1 | 1 | 2.4 |
| nor2_1 | 2 | 2.4 |
| nor2b_1 | 2 | 4.1 |
| nor3b_1 | 1 | 2.4 |
| nor3b_2 | 1 | 4.1 |
| o21ai_0 | 1 | 1.6 |
| o21ai_1 | 1 | 1.6 |
| o22ai_1 | 1 | 2.0 |
| or2_1 | 2 | 4.1 |
| xnor2_1 | 1 | 2.8 |
routing by layer:
layer  vias up  global-route usage [%]  wire length [um]
met4         0                   0.880                25
met3         4                    1.36               107
met2        14                    2.81               258
li1        145                       -                 -
met1       129                    2.02               305
met5         -                       0                 0
final cells by class:
type / instances / area, sq um
Clock buffer: 3 / 22.5
Fill cell: 395 / 2910
Inverter: 2 / 7.51
Multi-Input combinational cell: 21 / 134
Sequential cell: 9 / 160
Tap cell: 46 / 57.6
Timing Repair Buffer: 15 / 125
worst max path at each step:
stage	start	end	slack, ns	cells past startpoint
CTS	present_state[1]	present_state[1]	0.1	1
global route	present_state[0]	present_state[0]	0.08	1
finish	present_state[0]	present_state[0]	0.11	1
timing repair:
item / in CTS / in global routing
resized: 8 / 0
setup endpoints to repair: 4 / 0
buffers inserted: 4 / 0
Power and IR drop assume default switching activity.
