### flow/run.sh
#!/bin/bash
# OpenROAD 26Q1-2900-gdf79404cd8, Yosys 0.63+post, stock flow scripts
make -C /OpenROAD-flow-scripts/flow DESIGN_CONFIG=/design/flow/config.mk WORK_HOME=/design/flow/orfs finish
### flow/config.mk
export PLATFORM = sky130hd
export DESIGN_NAME = design4
export DESIGN_NICKNAME = design4
export VERILOG_FILES = /design/flow/design.v
export SDC_FILE = /design/flow/constraint.sdc
export NUM_CORES = 4
export LEC_CHECK = 1
export CORE_AREA = 10 10 70 70
export DIE_AREA = 0 0 80 80
export SYNTH_HDL_FRONTEND = slang
### flow/constraint.sdc
current_design design4

set clk_period 1.5
set clk_io_pct 0.2

create_clock -name clk0 -period $clk_period [get_ports {clk}]

set non_clock_inputs [all_inputs -no_clocks]
set_input_delay [expr $clk_period * $clk_io_pct] -clock clk0 $non_clock_inputs
set_output_delay [expr $clk_period * $clk_io_pct] -clock clk0 [all_outputs]
### flow/design.v
module counter (
  input logic clk, rst,
  output reg [3:0] count
);
always @(posedge clk or posedge rst) begin
  if (rst)
    count <= 4'b0000;
  else if (count == 4'b1111)
    count <= 4'b0000;
  else
    count <= count + 1;
end
endmodule
module design4 (
  input clk, rst_in,
  output logic [6:0] hex
);
reg [3:0] count;
logic local_rst;
logic rst_tmp;
assign rst_tmp = rst_in | local_rst;
counter counter0 (
  .clk(clk),
  .rst(rst_tmp),
  .count(count)
);
always @(*) begin
  case (count)
    4'b0000: hex = 7'b1000000;
    4'b0001: hex = 7'b1111001;
    4'b0010: hex = 7'b0100100;
    4'b0011: hex = 7'b0110000;
    4'b0100: hex = 7'b0011001;
    4'b0101: hex = 7'b0010010;
    4'b0110: hex = 7'b0000010;
    4'b0111: hex = 7'b1111000;
    4'b1000: hex = 7'b0000000;
    4'b1001: hex = 7'b0011000;
    4'b1010: hex = 7'b0100111;
    4'b1011: hex = 7'b0110011;
    4'b1100: hex = 7'b0011101;
    4'b1101: hex = 7'b0010110;
    4'b1110: hex = 7'b0000111;
    4'b1111: hex = 7'b1111111;
  endcase
end
always @(count) begin
  if (count == 4'b1010)
    local_rst <= '1;
  else
    local_rst <= '0;
end
endmodule: design4
==> writeup.txt <==
The flow ran to the end, but the final reports show violations. The checks that failed: negative setup slack. Kind of end point of the critical path: an output pin. Capturing point of the worst reg2reg path: counter0.count[2]. Once the floorplan was initialized, standard cells occupied 11.2% of the core. Counting flops and latches in the post-synthesis netlist gives 4. Setup repair after global routing could not meet its margin everywhere. In the Yosys report the total cell count is 41.

For the finished layout, the period the worst path requires is 1.79 ns. The run gives 586 um2 as the placement-stage cell area. The die boundary height works out to 80 um.

The run gives 0 for the number of enable-type register cells in the synthesized netlist. The CTS log lists the clock sinks for this run as 4. The number of buffers and inverters on the critical path was 2; the number of I/O pins was 9. The flip-flop cell with the highest count after synthesis was sky130_fd_sc_hd__dfrtp_1. Among all stages on the critical path, the maximum delay recorded is 0.44 ns. In this run the remaining antenna-violating nets after routing total 0. The run gives 0.20 ns as the worst reg-to-reg setup slack. The classification of the worst setup path is register to output pin.

For this block, the initial DRC count from the detailed router was 24. The run gives 6400 um2 as the overall die area. The clock tree root driver cell was sky130_fd_sc_hd__clkbuf_4. The launch point of the worst register-to-register path is recorded as counter0.count[1]. Final hold analysis gives a worst-case slack of 0.424 ns. The run gives 0 as the hold violation total from the final report. Per the synth stats, the proportion of register bits with asynchronous set or reset is 100%. The number of maximum-capacitance violations recorded for the run is 0. For reference, the critical path cell chain is buf_6 > ha_1 > mux4_2 > buf_2. In this design, the largest share of critical-path delay is due to multiplexers. The worst setup path is launched from a register.

The tools report the worst endpoint data arrival time as 1.49 ns. The logs give 375 for the via count of the first global-routing pass and 4 for the count of warnings emitted by yosys. TritonCTS built the clock tree.

The run gives 1 for the number of H-tree branching levels. The registers reported with the highest flop counts are counter0.count: 4 flops. The number of cells on the worst reg-to-reg path is 6. The final global-route overflow total is 0, and the total number of vias is 381. The count of pins over their slew limit was 0.

The number of antenna violations at the first check in global routing was 0; the final weighted congestion of routability-driven global placement was 0.736. With the clock-pin slew of the registers on the worst-case setup and hold paths at 0.04 ns, the number of buffer cells added on primary ports is 8. The run gives 3 for the maximum fanout along the worst path. Between clock sinks in the finished design, the worst skew comes to 0.000572 ns. The final-report setup violation count is 7, and the post-route cell area is 731 um2.

Counting the buffers created by CTS gives 3. Stage-log warning count: 32. The largest net degree at the start of global routing was 11; the core box area was 3420 um2.

The run gives 0.331 nW as the leakage power. The slack of the critical path was -0.289 ns; the gate count after technology mapping was 41. Counting along the longest clock path gives a buffer depth of 2. Summed over all routing layers, the global router reports a total usage of 3.28%. The top register by number of flip-flops is counter0.count. According to the floorplan log, the row count is 21. Checking max transition, the worst relative margin is 71.0%. In this run the layout overhead on the synthesized area is reported as 91.5%. The final layout report lists a filler cell count of 369. The logs give 1030 um for the final wirelength and 1740 um for the global-route wire length before repair. Post-detailed-route DRC marker count: 0. Per the skew report, the later register of the worst-skew pair sees a clock latency of 0.23 ns. Dividing total power by cell area gives a power density of 331 nW/um2.

Share of post-route cells with drive strength above 1: 64.7%. The wire length per cell after detailed routing works out to 9.07 um. Synthesis instantiated 19 different standard cells from the library. The final antenna diode tally reported by the flow is 0.

Looking at the VDD voltage map, the peak drop is 92.0 uV. With the part of the Yosys area used for sequential elements at 26.2%, the area of the synthesized netlist per yosys stat is 382 um2. In the log, the iteration count for the first detailed-route pass is 3.

According to the dpl log, the detail-placed design has an HPWL of 752 um. For the pin with the worst max-slew slack, the measured transition is 0.432 ns. The flip-flop count of the largest register, all copies and words added is 4.

The most frequent standard cell in the layout excluding fill and tap cells was sky130_fd_sc_hd__buf_4. The tightest min-delay check is of the input pin to async pin type. Before any placement, the netlist area is recorded as 382 um2. Of the available clock period, the critical path in the final layout requires 119%. The die outline width works out to 80 um. The average instance in the mapped netlist occupies 9.31 um2.

The via-per-instance ratio is 3.34, and the highest achievable clock rate is 559 MHz. The required time of the worst setup path came out at 1.20 ns. The most common logic cells in the final layout are 13 x sky130_fd_sc_hd__buf_4, 7 x sky130_fd_sc_hd__buf_2, 5 x sky130_fd_sc_hd__ha_4, 5 x sky130_fd_sc_hd__buf_6. Looking at the critical path, the single cell with the biggest stage delay is sky130_fd_sc_hd__mux4_2.
-- cell type report --
class | count | area, um2 | share of cell area (%)
sequential | 4 | 101 | 13.9
clock buffer | 3 | 22.5 | 3.08
timing repair buffer | 26 | 199 | 27.2
inverter | 4 | 15.0 | 2.05
multi-input combinational | 31 | 335 | 45.9
tap | 46 | 57.6 | 7.88
-- routing by layer --
metal,share of wire (%),global-route usage [%]
met1,45,3.82
met2,47,5.46
met3,7.9,1.59
met4,0,0.352
met5,0,0
-- Yosys cell counts (all sizes together), types with 2 or more instances --
| cell | number | share of area (%) |
|---|---|---|
| mux2i | 2 | 5.2 |
| nand2 | 2 | 2.0 |
| a31oi | 2 | 3.3 |
| nor2 | 2 | 2.6 |
| inv | 4 | 3.9 |
| o21ai | 4 | 5.2 |
| ha | 7 | 23 |
| nand3 | 2 | 2.6 |
| buf | 2 | 4.3 |
| and2 | 2 | 3.3 |
| a21oi | 3 | 3.9 |
| dfrtp | 4 | 26 |
-- metrics by stage --
step / setup TNS, ns / std cells / utilization (%) / total power [W] / worst slack (ns)
after floorplan: 0 / 41 / - / 0.000112 / 0.0627
after global placement: -2.18 / 104 / 17.1 / 0.000115 / -0.377
after detailed placement: -2.35 / 104 / 17.1 / 0.000115 / -0.410
after CTS: -1.24 / 112 / 20.4 / 0.000251 / -0.302
after global routing: -1.76 / 114 / 21.4 / 0.000256 / -0.359
final: -1.16 / 114 / 21.4 / 0.000242 / -0.289
-- power by group --
group	internal [W]	leakage [nW]	switching, W
Sequential	0.000109	0.0549	0
Combinational	0.00000270	0.262	0.00000235
Clock	0.0000892	0.0138	0.0000390
-- cell families after synthesis --
kind of cell | Yosys count | synth area share, %
AOI/OAI and AO/OA | 10 | 14.4
and+or+nand+nor | 10 | 14.1
adders and majority gates | 7 | 22.9
buffers and inverters | 6 | 8.19
muxes | 4 | 14.1
DFF | 4 | 26.2
-- repair_timing --
action / in CTS / in global routing
setup buffers: 7 / 2
gates resized: 42 / 5
pin swaps: 6 / 6
hold buffers: 0 / 0
endpoints found under the setup margin: 7 / 7
gates cloned: 0 / 0
-- how the worst max path moves through the flow --
stage | endpoint | startpoint | cells after the start | slack (ns)
after CTS | hex[0] | counter0.count[1] | 5 | -0.30
after global routing | hex[0] | counter0.count[1] | 5 | -0.36
final | hex[0] | counter0.count[0] | 4 | -0.29
No activity file was given, so power comes from the tool's default toggle rates.
